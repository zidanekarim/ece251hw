$ cat flow/run.sh
#!/bin/bash
# OpenROAD 26Q1-2900-gdf79404cd8, Yosys 0.63+post, stock flow scripts
make -C /OpenROAD-flow-scripts/flow DESIGN_CONFIG=/design/flow/config.mk WORK_HOME=/design/flow/orfs finish
$ cat flow/config.mk
export PLATFORM = sky130hd
export DESIGN_NAME = memory
export DESIGN_NICKNAME = memory
export VERILOG_FILES = /design/flow/design.v
export SDC_FILE = /design/flow/constraint.sdc
export NUM_CORES = 4
export LEC_CHECK = 1
export CORE_AREA = 10 10 74 74
export DIE_AREA = 0 0 84 84
$ cat flow/constraint.sdc
current_design memory

set clk_period 1.5
set clk_io_pct 0.2

create_clock -name clk0 -period $clk_period [get_ports {clk}]

set non_clock_inputs [all_inputs -no_clocks]
set_input_delay [expr $clk_period * $clk_io_pct] -clock clk0 $non_clock_inputs
set_output_delay [expr $clk_period * $clk_io_pct] -clock clk0 [all_outputs]
$ cat flow/design.v
module dff
(
  input logic clk,
  input logic rst,
  input logic enable,
  input logic d,
  output logic q
);
  always_ff @(posedge clk, posedge rst) begin
    if (rst) begin
      q <= 0;  
    end else if (enable) begin
      q <= d;  
    end
  end
endmodule : dff
module register
#(
    parameter WIDTH = 8  
) (
    input logic clk,
    input logic rst,
    input logic enable,
    input logic [WIDTH-1:0] d,  
    output logic [WIDTH-1:0] q  
);
    logic [WIDTH-1:0] q_internal;  
    generate
        genvar i;
        for (i = 0; i < WIDTH; i++) begin : flip_flops
            dff flip_flops (
            .clk(clk),
            .rst(rst),
            .enable(enable),
            .d(d[i]),       
            .q(q_internal[i])  
            );
        end
    endgenerate
    assign q = q_internal;  
endmodule : register
module memory #(parameter N = 5)
    (we, clk, addr, write, read, rst);
    output logic [N-1:0] read;
    input [N-1:0] write;
    input [N-1:0] addr;
    input logic we, clk, rst;
    logic [N-1:0] mem [0:2**N-1];
    genvar i;
    generate 
        for (i = 0; i < (2**N); i++) begin : memory
            register #(.WIDTH(N)) new_reg (
                .clk(clk),
                .rst(rst),
                .enable(we ),
                .d(write),
                .q(mem[i])
            );
        end
    endgenerate
    always_ff @(posedge clk or posedge rst) begin
        if (rst) begin
            read <= 0;
        end else if (!we) begin
            read <= mem[addr]; 
        end
    end
endmodule: memory
==> impl_metrics.ini <==
; implementation run metrics
[synth]
yosys_warnings = 3
simple_gate_area_share_pct = 0
ys_seq_share_pct = 60.2
yosysUniqueCellTypes = 4
xor_area_share_pct = 0
netlist_top_cells_area = dfrtp_1 60%, mux2_4 36%, buf_6 2.7%, inv_1 0.90%
synthCells = 22
synth_area_leader_cell = dfrtp_1
syn-cell-area_um2 = 415
ys_area_um2 = 415
synth.avg_cell_area_um2 = 18.9
ys_sh_mux_pct = 36.1
adder_share_pct = 0
yosys.area_share.aoi_pct = 0
synthDominantCellAreaShare_pct = 60.2
ys_top_logic_family = multiplexers
yosysCellCount = 22
synth_flops = 10

[clock_tree]
cts_resized = 0
numCtsBuffers = 3
cts_sinks = 10
clock_path_buffers = 2
hold_buffers = 0
h-tree-depth = 1
insertion_delay_ns = 0.23
post-cts-setup-buffers = 0
root_buffer = clkbuf_8
path_clk_slew_ns = 0.05
cts_tree = built

[final_timing]
fmax_mhz = 738
fin_crit_ns = 1.35
rsz0062_at_grt = no
fin_skew_ns = 0.000107
setup_tns_ns = 0
finalMaxSlewViolations = 0
max_slew_margin_pct = 72.9
fin_crit_sh_pct = 90.3
worst_pin_slew_ns = 0.407
setup_viol_count_final = 0
hold_ws_ns = 0.362
hold_viol_final = 0

[detailed_routing]
num_vias = 225
avgViaCountPerCell = 2.56
num_antenna_cells = 0
wirelength_um = 780
drcViolationCount = 0
wire_per_inst_um = 8.86
drt-pass1-iter-count = 2
ant_nets = 0
drt_iter0_markers = 16

[global_routing]
grt_first_pass_wirelength_mm = 1.20
grt_start_max_net_pins = 11
antenna_found_initial = 0
grtUsageTotal_pct = 1.98
grt_overflow = 0
grt_pass1_vias = 258

[flow_run]
maxCapViolCount = 0
warning_count = 30

[die]
die_height_um = 84
io_pins = 18
die_w_um = 84
floorplan.core_util_pct = 10.5
chipArea_um2 = 7060
core-area_um2 = 3970
num_rows = 23

[worst_setup_path]
cp_slowest_stage_delay_ns = 0.47
cp_data_arrival_time_ns = 1.05
rr_worst_depth = 1
crit_chain = clkdlybuf4s50_1
crit_family = buffers and inverters
timing.rr.start = memory[20].new_reg.flip_flops[3].flip_flops.q
crit_path_max_fanout = 2
start_kind = flip-flop
ff2ff_setup_slack_ns = 0.74
critPathKind = reg -> out
endpoint_kind = output pin
critical_path_required_ns = 1.20
crit_start = read[0]
cp_num_buf_inv = 1
cpMaxStageDelayCell = clkdlybuf4s50_1
r2r-end = read[3]

[finish]
n_fill_cell = 431
lay_top_count = clkdlybuf4s50_1
logic_area_um2 = 150
final_cell_mix = 12 x clkdlybuf4s50_1, 10 x mux2_4, 10 x dfrtp_1
layout-drive-gt1-share_pct = 39.5
regArea_um2 = 250
areaGrowthSynthToFinish_pct = 59.3

[hold_path]
hold_class = in -> async

[placement]
place_hpwl_um = 620
finalWeightedCongestion = 0.623
io_buffers = 12

[outcome]
outcome = completed

[power]
total_leakage_power_nw = 0.290
powerDensity_nw_per_um2 = 1180
ir_drop_mv = 0.175
[registers in the layout, summed over array words and instances, names as in the netlist]
register                                cells
memory.new_reg.flip_flops.flip_flops.q      5
read                                        5
[logic make-up (layout without fill, tap and decap cells)]
| logic type | after synthesis | after routing |
|---|---|---|
| DFF | 10 | 10 |
| muxes | 10 | 10 |
| buffers and inverters | 2 | 18 |
[cells in the mapped netlist (all sizes together)]
library cell,n
buf,1
dfrtp,10
mux2,10
inv,1
[cell type report]
type,instances,share of cell area (%)
multi-input combinational,10,22.7
tap,50,9.45
sequential,10,37.8
inverter,1,0.567
clock buffer,4,8.32
timing repair buffer,13,21.2
[power by group]
group / total [mW] / leakage (nW) / switching, mW / internal [mW]
sequential: 0.324 / 0.117 / 0.0194 / 0.304
combinational: 0.126 / 0.144 / 0.0248 / 0.101
clock: 0.329 / 0.0288 / 0.0988 / 0.230
total: 0.779 / 0.290 / 0.143 / 0.636
[per-layer routing]
| metal | up-vias | track usage (%) | wire length [µm] |
|---|---|---|---|
| met5 | - | 0 | 0 |
| met4 | 0 | 1.37 | 35 |
| met3 | 2 | 0.591 | 54 |
| met2 | 7 | 3.14 | 368 |
| met1 | 110 | 2.21 | 323 |
| li1 | 106 | - | - |
[worst max-delay path by stage]
stage / end / slack (ns) / cells after the start
6_report: read[0] / 0.15 / 1
4_1_cts: read[3] / 0.13 / 1
5_1_grt: read[4] / 0.1 / 1
[through the flow]
step	setup WS (ns)	utilization, %	cell area [µm²]	std cells	power, mW
after floorplan	0.638	-	415	22	0.383
after global placement	0.114	15.3	607	84	0.456
after detailed placement	0.111	15.3	607	84	0.456
after CTS	0.129	16.7	662	88	0.795
after global routing	0.0996	16.7	662	88	0.822
final	0.145	16.7	662	88	0.779
No activity file was given, so power comes from the tool's default toggle rates.
