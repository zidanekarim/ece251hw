===== flow/design.v =====
module configurable_clock
#(
    parameter integer WIDTH = 8,  
    parameter real FAST_CLK_PERIOD = 1.0  
) (
    input logic fast_clk,  
    input logic rst,       
    input logic enable,    
    input logic [WIDTH-1:0] period,      
    input logic [WIDTH-1:0] duty_cycle,  
    output logic clk_out    
);
    logic [WIDTH-1:0] counter = 0;
    always_ff @(posedge fast_clk) begin
        if (rst) begin
            counter <= 0;
            clk_out <= 0;
        end else if (enable) begin
            if (counter < duty_cycle) begin
                clk_out <= 1;
            end else begin
                clk_out <= 0;
            end
            if (counter == period - 1) begin  
                counter <= 0;
            end else begin
                counter <= counter + 1;
            end
        end
    end
endmodule : configurable_clock

===== flow/constraint.sdc =====
current_design configurable_clock

set clk_period 4.8
set clk_io_pct 0.2

create_clock -name clk0 -period $clk_period [get_ports {fast_clk}]

set non_clock_inputs [all_inputs -no_clocks]
set_input_delay [expr $clk_period * $clk_io_pct] -clock clk0 $non_clock_inputs
set_output_delay [expr $clk_period * $clk_io_pct] -clock clk0 [all_outputs]

===== flow/run.sh =====
#!/bin/bash
# OpenROAD 26Q1-2900-gdf79404cd8, Yosys 0.63+post, stock flow scripts
make -C /OpenROAD-flow-scripts/flow DESIGN_CONFIG=/design/flow/config.mk WORK_HOME=/design/flow/orfs finish

===== flow/config.mk =====
export PLATFORM = sky130hd
export DESIGN_NAME = configurable_clock
export DESIGN_NICKNAME = configurable_clock
export VERILOG_FILES = /design/flow/design.v
export SDC_FILE = /design/flow/constraint.sdc
export NUM_CORES = 4
export LEC_CHECK = 1
export CORE_AREA = 10 10 78 78
export DIE_AREA = 0 0 88 88

==> impl_metrics.ini <==
; implementation run metrics
[detailed_routing]
ant_nets = 0
wl_mm = 2.32
drt_iter0_drc = 31
via_per_inst = 4.71
diodes = 0
vias = 885
drcViolationCount = 0
wire_per_inst_microns = 12.3
first_pass_iters = 4

[grt]
grt_pass1_wl_mm = 3.99
grt-ovfl-total = 0
antenna_found_initial = 0
grt_max_degree = 17
grt_use_total_pct = 6.13
grt_pass1_vias = 861

[synthesis]
syn_area_per_cell_sq_um = 8.40
ys_async_sr_fraction_pct = 0
postSynthCellCount = 116
synth_area_sq_um = 975
synth-warning-count = 1
edf_count = 0
ys_cells = 116
ys_ff = 9
synth_seq_share_pct = 18.5
ys.flop_type = dfxtp_1
ys_types = 40
ys_chip_area_sq_um = 975

[final_timing]
hold_violations = 0
finClkSkew_ns = 0.00203
max_freq_mhz = 307
fin_tns_setup_ns = 0
fin_ws_ns = 1.55
whs_ns = 0.564
rsz0062_at_grt = no
finalCriticalPeriod_ns = 3.25
slew_headroom_pct = 65.2
slew_viol_final = 0
finalClockPeriodUsage_pct = 67.8
setup_violations = 0
worst-slew-pin-transition_ns = 0.520

[cells_and_area]
regArea_sq_um = 180
nFillCells = 459
drive_gt1_share_pct = 5.88
syn_to_final_growth_pct = 29.7
lay_top_count = clkdlybuf4s50_1
final_cell_mix = 19 x clkdlybuf4s50_1, 13 x inv_1, 9 x ha_1, 9 x dfxtp_1
layout.cells.non_filler = 188
logic_area_sq_um = 734

[power_and_ir_drop]
p_leak_uw = 0.000509
vdd_drop_max_mv = 0.0964
p_per_area_nw_per_um2 = 179
total_power_uw = 226

[clock_network]
clk_pin_slew_ns = 0.04
cts_sinks = 9
cts_resized = 0
clock_latency_ns = 0.23
ctsHoldBuffers = 0
post_cts_buffers = 0
cts_tree = yes
cts_buffers = 3
clk_path_buf_depth = 2
cts.htree.levels = 1
root_buffer = clkbuf_8

[placed_design]
gp_congestion = 0.864
io_buffers = 19
dp_hpwl_mm = 1.90
placed_cells = 184
place_ws_ns = 1.33

[floorplan]
die_h_microns = 88
fp-row-count = 24
fp.coreArea_sq_um = 4410
initial_core_util_pct = 22.1
pin_count = 20
die_w_microns = 88
dieArea_sq_um = 7740

[worst_setup_path]
required_ns = 4.93
critPathMaxFanout = 7
end_kind = register
crit_arrival_ns = 3.39
crit_type = input pin to register
start_kind = input pin

[run_status]
outcome = complete, no violations

[job]
cap_violations = 0
tool_warnings = 25

[hold_path]
hp-class = register to register
[worst max-delay path: stages]
cell	delay [ns]
clkdlybuf4s50_1	0.53
inv_1	0.10
ha_1	0.28
and2b_1	0.24
or4b_1	0.47
and3_4	0.20
o2111ai_4	0.28
nor4_4	0.07
a211oi_1	0.26
[per-layer routing]
layer,global-route usage (%),wire (microns)
met1,7.59,1010
met2,10.6,1180
met3,1.87,121
met4,0.435,8
met5,0,0
[path summary, 6_finish.rpt]
| path | slack [ns] | startpoint | cells past startpoint | to |
|---|---|---|---|---|
| worst max-delay path | 1.55 | period[0] | 9 | counter[4]$_SDFFE_PP0P_ |
| worst min-delay path | 0.56 | clk_out$_SDFFE_PP0P_ | 2 | clk_out$_SDFFE_PP0P_ |
| worst max register to register | 2.70 | counter[2]$_SDFFE_PP0P_ | 6 | counter[4]$_SDFFE_PP0P_ |
| worst min register to register | 0.56 | clk_out$_SDFFE_PP0P_ | 2 | clk_out$_SDFFE_PP0P_ |
[metrics by stage]
step	util, %	area, sq um
after global routing	28.6	1260
after global placement	27.6	1220
after CTS	28.6	1260
after floorplan	-	975
after detailed placement	27.6	1220
final	28.6	1260
[power breakdown]
group	switching, uW	internal, uW	total, uW
logic	28.1	30.9	59.0
registers	3.86	77.2	81.1
clock network	28.6	57.8	86.3
total	60.5	166	226
[flip-flops by register name, summed over array words and instances, names as in the netlist]
name	count
counter	8
clk_out	1
[logic make-up (layout without fill, tap and decap cells)]
| kind of cell | Yosys count | after routing | share of synthesized area, % |
|---|---|---|---|
| xor+xnor | 13 | 13 | 13.1 |
| compound gates | 34 | 34 | 26.2 |
| buf+inv | 16 | 36 | 6.16 |
| fa+ha+maj | 9 | 9 | 11.6 |
| flops | 9 | 9 | 18.5 |
| simple gates | 35 | 35 | 24.5 |
[Yosys cell counts, types with 3 or more instances]
| library cell | n | area [sq um] |
|---|---|---|
| nor2_1 | 3 | 11.3 |
| dfxtp_1 | 9 | 180 |
| nand2b_1 | 4 | 25.0 |
| o21ai_0 | 3 | 15.0 |
| inv_1 | 13 | 48.8 |
| xnor2_1 | 4 | 35.0 |
| a21oi_1 | 8 | 40.0 |
| nand4_1 | 3 | 18.8 |
| clkbuf_1 | 3 | 11.3 |
| o31ai_1 | 3 | 22.5 |
| xor2_1 | 8 | 70.1 |
| ha_1 | 9 | 113 |
| nor3_1 | 4 | 20.0 |
| nand2_1 | 4 | 15.0 |
| a21o_1 | 3 | 22.5 |
| a211oi_1 | 4 | 30.0 |
[layout make-up]
cell class,instances,share of cell area [%]
inverters,13,3.86
flip-flops and latches,9,14.3
clock buffers,4,3.56
multi-input cells,91,58.1
well taps,52,5.15
repair buffers,19,15.0
