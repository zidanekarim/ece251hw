[design/flow/design.v]
module alu #(parameter N = 8)
    (a, b, operation, result, sign);
    input [N-1:0] a, b;
    input logic sign;
    input [3:0] operation;
    output reg [N-1:0] result;
    always @(*)
    begin
        if (sign) begin 
            case(operation)
                4'b0000: result = $signed(a) + $signed(b);
                4'b0001: result = $signed(a) - $signed(b);
                4'b0010: result = $signed(a) * $signed(b);
                4'b0011: result = $signed(a) / $signed(b);
                4'b0100: result = a & b;
                4'b0101: result = a | b;
                4'b0110: result = ~a;
                4'b0111: result = a << b;
                4'b1000: result = a >> b;
                default: result = {N{1'b0}};
            endcase
        end
        else begin
            case(operation)
                4'b0000: result = a + b;
                4'b0001: result = a - b;
                4'b0010: result = a * b;
                4'b0011: result = a / b;
                4'b0100: result = a & b;
                4'b0101: result = a | b;
                4'b0110: result = ~a;
                4'b0111: result = a << b;
                4'b1000: result = a >> b;
                default: result = {N{1'b0}};
            endcase
        end 
    end
endmodule: alu
[design/flow/run.sh]
#!/bin/bash
# OpenROAD 26Q1-2900-gdf79404cd8, Yosys 0.63+post, stock flow scripts
make -C /OpenROAD-flow-scripts/flow DESIGN_CONFIG=/design/flow/config.mk WORK_HOME=/design/flow/orfs finish
[design/flow/config.mk]
export PLATFORM = sky130hd
export DESIGN_NAME = alu
export DESIGN_NICKNAME = alu
export VERILOG_FILES = /design/flow/design.v
export SDC_FILE = /design/flow/constraint.sdc
export NUM_CORES = 4
export LEC_CHECK = 1
export CORE_UTILIZATION = 40
[design/flow/constraint.sdc]
current_design alu

set clk_period 34.3
set clk_io_pct 0.2

create_clock -name clk0 -period $clk_period

set non_clock_inputs [all_inputs -no_clocks]
set_input_delay [expr $clk_period * $clk_io_pct] -clock clk0 $non_clock_inputs
set_output_delay [expr $clk_period * $clk_io_pct] -clock clk0 [all_outputs]
==> results.yml <==
# flow metrics
sta:
  rsz0062_at_grt: "no"
  max-slew-margin-rel: 0.500
  finalCritPeriodShare: 0.850
  slew_viol_final: 0
  fmax_mhz: 34.3
  finalSetupViolCount: 0
  fin_setup_tns_ns: 0
  hold_viol_final: 0
  worst-slew-pin-transition_ns: 0.744
  period_minus_slack_ns: 29.16
yosys:
  ys_sh_mux: 0.0550
  ys_sh_simple: 0.217
  synth_area_per_cell_um2: 7.25
  syn_inst: 741
  ys_sh_xor: 0.114
  yosys.stat.seqShare: 0
  syn_area_um2: 5370
  ys_area_um2: 5370
  synth_cell_types: 81
  top_logic_kind: "adder cells"
  compound_area_frac: 0.253
  synth_stat.cells: 741
  ys_sh_adder: 0.284
  ys_warn_count: 1
cells_and_area:
  stdcell_count: 923
  num-fill-cells: 1289
  clockBufferCount: 0
  area_growth_syn_to_layout_pct: 8.71
  final_common_cell: "ha_1"
  flops: 0
  mostFrequentLayoutCells: "85 x ha_1, 74 x nor2_1, 69 x inv_1"
  drive_gt1_frac: 0.0652
  regArea_um2: 0
power:
  ir_drop_v: 0.0000396
  power.density_nw_per_um2: 34.5
  power_leakage_uw: 0.00257
worst_setup_path:
  cp-endpoint: "result[3]"
  max_stage_delay_ns: 0.53
  critPathLaunchType: "input pin"
  cp.required_ns: 27.44
  path_common_cell: "ha_1"
  critPathLaunch: "b[0]"
  crit_arrival_ns: 22.30
  cp_max_fo: 23
  slowest_stage: "or3_1"
  crit_type: "input pin to output pin"
  endpoint_kind: "output pin"
global_route:
  grt_antenna_before_repair: 0
  grt-ovfl-total: 0
  grt_pass1_vias: 4997
  grt_pass1_wl_mm: 26.8
  grt_max_degree: 36
  track_usage: 0.245
die:
  core_area_um2: 12900
  io_pins: 29
  rows: 41
  die_area_um2: 13900
  dieWidth_um: 118
  fp_util: 0.417
  die_y_um: 118
placed_design:
  dp_hpwl_mm: 13.3
  dpl.cell_count: 923
  place_congestion: 0.950
  numPortBuffers: 29
flow_run:
  warning_count: 35
  maxCapViolCount: 0
routing:
  antennaDiodeCount: 0
  first_pass_iters: 5
  drc: 0
  ant_nets: 0
  drtIter0Drc: 418
  wl_per_cell_um: 17.9
  via_count: 5377
  routed_via_density: 5.83
  drt_wl_total_mm: 16.5
clocking:
  cts_resized: 0
  postCtsSetupBuffers: 0
  cts_hold_buf: 0
worst_hold_path:
  hp-class: "input pin to output pin"
status:
  status: "complete, no violations"
==> kinds of logic after synthesis <==
| group | Yosys count |
|---|---|
| other cells | 2 |
| buf+inv | 104 |
| mux | 27 |
| fa+ha+maj | 109 |
| simple gates | 227 |
| compound gates | 203 |
| xor+xnor | 69 |
==> routing by layer <==
layer / track usage / vias to the layer above / wire length, um
li1: - / 2680 / -
met1: 0.377 / 2427 / 7940
met2: 0.362 / 233 / 6770
met3: 0.0282 / 37 / 1270
met4: 0.0657 / 0 / 552
met5: 0 / - / 0
==> power breakdown <==
group / switching, uW / total, uW / internal [uW] / leakage, uW
sequential: 0 / 0 / 0 / 0
clock: 0 / 0 / 0 / 0
combinational: 113 / 201 / 87.9 / 0.00257
==> through the flow <==
stage / util / total power (uW) / hold WS, ns / cell area, um^2 / worst slack, ns
finish: 0.454 / 201 / 15.03 / 5840 / 5.14
global route: 0.454 / 228 / 15.09 / 5840 / 3.97
CTS: 0.454 / 202 / 15.05 / 5840 / 5.19
detailed placement: 0.454 / 200 / 15.05 / 5840 / 5.24
global placement: 0.454 / 199 / 15.05 / 5840 / 5.41
floorplan: - / 152 / 13.90 / 5370 / 7.20
==> how the worst min path moves through the flow <==
stage,startpoint,endpoint,slack [ns],depth (start not counted)
after CTS,operation[3],result[1],15.05,4
after global routing,operation[3],result[1],15.09,4
final,operation[3],result[1],15.03,4
==> cells in the mapped netlist (8+ instances only) <==
library cell	n	area, um^2
inv_1	69	259
mux2i_1	13	130
a21oi_1	58	290
nor2_1	74	278
fa_1	22	440
xor2_1	22	193
a211oi_1	12	90.1
nand2_1	51	191
buf_2	9	45.0
ha_1	85	1060
nor2b_1	9	56.3
nand3_1	9	45.0
clkbuf_1	21	78.8
xnor2_1	46	403
mux2_2	12	135
nand2b_1	9	56.3
o21a_1	8	60.1
and2_1	15	93.8
o22ai_1	10	62.6
a21o_1	9	67.6
o21ai_0	41	205
nor3_1	15	75.1
==> worst max-delay path, delay by kind of cell <==
kind	cells	cell delay, ns
compound gates	21	4.59
simple gates	14	3.82
buf+inv	11	2.53
fa+ha+maj	8	2.41
mux	6	1.91
xor+xnor	1	0.15
==> final cells by class <==
class / count / area (um^2) / area share
tap: 172 / 215 / 0.0369
timing repair buffer: 43 / 395 / 0.0677
inverter: 71 / 267 / 0.0456
multi-input combinational: 637 / 4960 / 0.850
Power figures rest on the tool's default switching activity, not on a simulated workload.
